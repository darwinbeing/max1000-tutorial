==> /design/flow/design.v <==
module spi_master (
	input wire clk_in,  
	input wire nrst,  
	output reg spi_sck,  
	output reg spi_mosi,  
	input wire spi_miso,  
	output reg spi_csn,  
	input wire [31:0] mosi_data,  
	output reg [31:0] miso_data,  
	input wire [5:0] nbits,  
	input wire request,  
	output reg ready  
);
parameter div_coef = 32'd10000;
reg [31:0] divider;
reg divider_out;
always @(posedge clk_in or negedge nrst) begin
	if (nrst == 1'b0) begin
		divider <= 32'b0;
		divider_out <= 1'b0;
	end else begin
		if (divider != div_coef) begin
			divider <= divider + 1;
			divider_out <= 1'b0;
		end else begin
			divider <= 32'b0;
			divider_out <= 1'b1;
		end
	end
end
localparam 
	STATE_Idle = 4'd0,
	STATE_Run = 4'd1,
	STATE_High = 4'd2,
	STATE_Low = 4'd3,
	STATE_Finish = 4'd4,
	STATE_End = 4'd5;
reg [3:0] state;
reg [31:0] data_in_reg;
reg [5:0] nbits_reg;
reg [5:0] bit_counter;
always @(posedge clk_in or negedge nrst)
	if (nrst == 1'b0) begin
		spi_csn <= 1'b1;
		spi_sck <= 1'b1;
		spi_mosi <= 1'b1;
		ready <= 1'b0;
		miso_data <= 32'b0;
		data_in_reg <= 32'b0;
		nbits_reg <= 6'b0;
		bit_counter <= 6'b0;
		state <= STATE_Idle;
	end else begin
		case (state)
			STATE_Idle: begin
				if (request) begin
					state <= STATE_Run;
					ready <= 1'b0;
					spi_csn <= 1'b0;
					data_in_reg <= mosi_data;
					nbits_reg <= nbits;
					bit_counter <= nbits;
				end
			end
			STATE_Run: begin
				if (nbits_reg == 6'b011111) begin
					state <= STATE_High;
				end else begin
					data_in_reg <= data_in_reg << 1;
					nbits_reg <= nbits_reg + 6'b1;
				end
			end
			STATE_High: if (divider_out) begin
				state <= STATE_Low;
				spi_sck <= 1'b0;
				spi_mosi <= data_in_reg[31];
			end
			STATE_Low: if (divider_out) begin
				if (bit_counter == 6'b0) begin
					state <= STATE_Finish;
				end else begin
					state <= STATE_High;
					bit_counter <= bit_counter - 6'b1;
					data_in_reg <= data_in_reg << 1'b1;  
				end
				spi_sck <= 1'b1;
				miso_data <= {miso_data[30:0], spi_miso};  
			end
			STATE_Finish: if (divider_out) begin
				state <= STATE_End;
				spi_csn <= 1'b1;
				spi_sck <= 1'b1;
				spi_mosi <= 1'b0;
			end
			STATE_End: if (divider_out) begin
				state <= STATE_Idle;
				ready <= 1'b1;
			end
		endcase
	end
endmodule
==> /design/flow/run.sh <==
#!/bin/bash
# OpenROAD 26Q1-2900-gdf79404cd8, Yosys 0.63+post, stock flow scripts
make -C /OpenROAD-flow-scripts/flow DESIGN_CONFIG=/design/flow/config.mk WORK_HOME=/design/flow/orfs finish
==> /design/flow/config.mk <==
export PLATFORM = sky130hd
export DESIGN_NAME = spi_master
export DESIGN_NICKNAME = spi_master
export VERILOG_FILES = /design/flow/design.v
export SDC_FILE = /design/flow/constraint.sdc
export NUM_CORES = 4
export LEC_CHECK = 1
export CORE_UTILIZATION = 40
==> /design/flow/constraint.sdc <==
current_design spi_master

set clk_period 5.0
set clk_io_pct 0.2

create_clock -name clk0 -period $clk_period [get_ports {clk_in}]

set non_clock_inputs [all_inputs -no_clocks]
set_input_delay [expr $clk_period * $clk_io_pct] -clock clk0 $non_clock_inputs
set_output_delay [expr $clk_period * $clk_io_pct] -clock clk0 [all_outputs]
==> summary.txt <==
Results of the full flow below.

Timing:
- The run puts the slew at the pin closest to its max-slew limit at 0.817 ns.
- The run gives the accumulated negative setup slack as 0 ns.
- The run gives the worst-case headroom to the max-slew limit as 45.5%.
- The run gives the worst-case clock skew as 0.00782 ns.
- Setup repair after global routing left no endpoint under its margin.
- After layout, the worst path uses 54.4% of the clock period.
- The run puts the final hold violation count at 0.
- Per the timing report, the achievable frequency comes out to 0.368 GHz.
- The run gives the final-report max-slew violation count as 0.
- The run gives the final count of negative-setup-slack endpoints as 0.
- Subtracting the final worst setup slack from the clock period gives 2.72 ns.

Worst setup path:
- The run gives the type of the worst setup path as primary input to flop.
- The timing report gives the biggest stage delay along the critical path as 0.76 ns.
- According to the timing report, the data required time at the worst endpoint equals 5.28 ns.
- STA classifies the critical path endpoint as a flop.
- The OpenROAD report gives the critical path a data arrival time of 3.00 ns.
- The run gives the maximum net fanout on the critical path as 32.
- Listed in order, past its start point the critical path passes clkdlybuf4s50_1 -> nand2b_1 -> o2111a_2 -> mux2_2.
- Per the STA report, the cell with the highest stage delay on the worst path is o2111a_2.
- The worst setup path is launched from a primary input.

Clock network:
- Per the CTS log, the buffer count on the longest clock path is 2.
- TritonCTS built the clock tree.
- The run puts the setup fix buffers added after clock tree synthesis at 0.
- The run gives the latest clock arrival within the worst-skew pair as 0.41 ns.
- For reference, the clock transition at the flip-flops on the worst setup and hold paths is 0.05 ns.
- Counting every sink on the clock net gives 119.
- The run gives the H-tree depth reported by CTS as 4.
- The run gives the number of hold buffers added after cts as 0.
- The run gives the quantity of gates resized following cts as 0.
- Per the CTS log, the root buffer master is clkbuf_16.
- The run gives the number of buffers created by CTS as 17.

Synthesis:
- In the synthesized netlist the dominant register cell turns out to be dfrtp_1.
- The run gives the async set-reset flop share out of synthesis as 100%.
- The run puts the number of instances in the synthesized netlist at 449.
- The run puts the count of yosys warnings during synthesis at 1.
- The run gives the number of cell instances after yosys synthesis as 449.
- The synthesized netlist occupies a cell area of 5560 um^2.
- The run gives the sequential share of the synthesized area as 53.6%.
- The synthesis stat section lists a flop and latch total of 119.
- The run puts the number of enable flip-flop cells at 0.
- The run puts the post-synthesis average cell area at 12.4 um^2.
- According to the Yosys statistics, the synthesized design has a chip area of 5560 um^2.
- The run puts the count of different cell masters after synthesis at 49.

Outcome:
- The run finished with clean final reports.

Die:
- The run puts the horizontal extent of the die at 120 um.
- The run gives the I/O pin count as 78.
- The run gives the starting density of the core as 41.5%.
- From bottom edge to top edge, the die measures 120 um.
- The chip occupies 14400 um^2.
- The run puts the area of the core region at 13400 um^2.
- The run gives the count of standard-cell rows as 42.

Power and ir drop:
- Total power normalized to cell area comes to 439 nW/um^2.
- The run gives the largest voltage drop on the vdd net as 0.000257 V.
- The leakage component of the power was reported as 3.17 nW.

Route:
- The run puts the number of diodes added for antenna fixing at 0.
- The run gives the final wirelength as 10300 um.
- The run gives the number of design-rule violations left by the first detailed-router iteration as 181.
- The final route contains 3727 vias.
- The run gives the residual antenna-violating net count after detailed routing as 0.
- The run gives the routed length per instance as 14.3 um.
- In the log, the iteration count for the first detailed-route pass is 4.
- The run puts the remaining design rule violation count at 0.
- The run gives the ratio of routed vias to standard cells as 5.15.

GRT:
- The run gives the wire length of the first global-routing pass as 18000 um.
- Entering global routing, the biggest net connects 55 pins.
- The run puts the number of antenna violations at the first check in global routing at 0.
- The number of global-route vias before repair came to 3716.
- Global routing used 15.9% of the available tracks.
- For this run the aggregate overflow at the end of global routing stands at 0.

Cells and area:
- Fill cells in the final layout number 1125.
- Per the final layout report, the fraction of cells sized above drive strength 1 comes to 26.3%.
- In the layout the commonest cells are dfrtp_1 (115), mux2_2 (90), clkdlybuf4s50_1 (76).
- The run gives the final cell area excluding filler cells as 7130 um^2.
- Relative to the synthesized area, the layout overhead comes to 28.2%.
- Among logic cells in the layout, the one with the most instances is dfrtp_1.

Place:
- The run gives the half-perimeter wire length of the detailed placement result as 6720 um.
- The run puts the routability congestion estimate from global placement at 0.831.
- The count of buffers added on input and output ports is 77.
- The run gives the placed standard-cell area as 6500 um^2.

Run:
- Across the run, the number of max-cap violations was 0.
- The run gives the OpenROAD warning count as 27.

Min path:
- In this run the worst hold path is classified as flop to flop.
==> path summary, 6_finish.rpt <==
kind	startpoint	cells after the start	slack, ns	to
setup / recovery	request	4	2.28	data_in_reg[22]
hold / removal	spi_sck	2	0.46	spi_sck
setup reg to reg	nbits_reg[0]	5	2.63	data_in_reg[22]
hold reg to reg	spi_sck	2	0.46	spi_sck
max in group asynchronous	nrst	2	3.42	divider[28]
min in group asynchronous	nrst	1	0.64	data_in_reg[24]
==> cell usage after synthesis, types with 2 or more instances <==
master	instances	area (um^2)
nand3_1	21	105
and2_1	3	18.8
nor2b_1	4	25.0
nand2_1	27	101
mux2i_1	4	40.0
nor4_4	2	42.5
nor4b_1	3	26.3
xor2_1	4	35.0
and4_1	5	43.8
mux2_2	90	1010
mux2_4	3	45.0
nand2b_1	5	31.3
xnor2_1	25	219
a22oi_1	3	22.5
nor3_1	7	35.0
and3_1	4	25.0
nand4_4	2	42.5
a31oi_1	3	18.8
clkbuf_1	6	22.5
buf_6	3	33.8
o31ai_1	2	15.0
ha_1	5	62.6
a31o_2	2	17.5
inv_1	13	48.8
nor4_1	5	31.3
buf_2	5	25.0
nand4_1	7	43.8
or3_1	4	25.0
dfstp_2	4	105
a311oi_1	2	17.5
nor2_1	18	67.6
a21oi_1	12	60.1
dfrtp_1	115	2880
a21o_1	3	22.5
o21ai_0	14	70.1
==> routing by layer <==
layer | part of all wire (%) | up-vias | track usage (%) | wire (um)
met2 | 44 | 78 | 23.5 | 4550
met3 | 5.7 | 7 | 4.27 | 591
met1 | 49 | 1842 | 25.4 | 5060
met5 | 0 | - | 0 | 0
li1 | - | 1800 | - | -
met4 | 0.91 | 0 | 1.72 | 94
==> metrics by stage <==
stage / util [%] / total power [mW] / worst slack, ns / hold WS [ns] / instances
after floorplan: - / 1.74 / 2.99 / 0.425 / 449
after global placement: 48.5 / 1.85 / 1.93 / 0.445 / 692
after detailed placement: 48.5 / 1.87 / 1.88 / 0.448 / 692
after CTS: 53.2 / 3.17 / 2.29 / 0.457 / 723
after global routing: 53.2 / 3.30 / 2.18 / 0.499 / 723
final: 53.2 / 3.13 / 2.28 / 0.457 / 723
==> logic make-up after synthesis <==
logic type	Yosys count	synth area share (%)
buf+inv	27	2.34
flops	119	53.6
simple gates	122	12.8
xor+xnor	29	4.56
mux	98	19.9
compound gates	49	5.64
fa+ha+maj	5	1.12
==> where the power goes <==
group / switching, mW / internal, mW / total, mW
combinational: 0.244 / 0.385 / 0.629
clock: 0.430 / 0.856 / 1.29
sequential: 0.0987 / 1.12 / 1.21
==> worst max-delay path: cells and delay by family <==
family / cells / cell delay [ns]
muxes: 1 / 0.41
AOI/OAI and AO/OA: 1 / 0.76
and+or+nand+nor: 1 / 0.21
buffers and inverters: 1 / 0.59
==> layout make-up <==
class	count	area (um^2)	share of cell area [%]
multi-input cells	303	2450	34.4
clock buffers	19	453	6.35
clock inverters	12	175	2.46
repair buffers	81	798	11.2
flip-flops and latches	119	2980	41.8
well taps	176	220	3.09
inverters	13	48.8	0.684
Power figures rest on the tool's default switching activity, not on a simulated workload.
