### /design/flow/run.sh
#!/bin/bash
# OpenROAD 26Q1-2900-gdf79404cd8, Yosys 0.63+post, stock flow scripts
make -C /OpenROAD-flow-scripts/flow DESIGN_CONFIG=/design/flow/config.mk WORK_HOME=/design/flow/orfs finish
### /design/flow/config.mk
export PLATFORM = sky130hd
export DESIGN_NAME = uart
export DESIGN_NICKNAME = uart
export VERILOG_FILES = /design/flow/design.v
export SDC_FILE = /design/flow/constraint.sdc
export NUM_CORES = 4
export LEC_CHECK = 1
export CORE_UTILIZATION = 50
### /design/flow/constraint.sdc
current_design uart

set clk_period 8.6
set clk_io_pct 0.2

create_clock -name clk0 -period $clk_period [get_ports {clk}]

set non_clock_inputs [all_inputs -no_clocks]
set_input_delay [expr $clk_period * $clk_io_pct] -clock clk0 $non_clock_inputs
set_output_delay [expr $clk_period * $clk_io_pct] -clock clk0 [all_outputs]
### /design/flow/design.v
`timescale 1ns / 1ps
 module uart(
    input clk,                   
    input rst,                   
    input rx,                    
    output tx,                   
    input transmit,              
    input [7:0] tx_byte,         
    output received,             
    output [7:0] rx_byte,        
    output wire is_receiving,    
    output wire is_transmitting, 
    output wire recv_error,       
    output reg [3:0] rx_samples,
    output reg [3:0] rx_sample_countdown
);
    parameter baud_rate = 9600;
    parameter sys_clk_freq = 100000000;
    localparam one_baud_cnt = sys_clk_freq / (baud_rate);
    localparam [2:0]     
        RX_IDLE             = 3'd0, 
        RX_CHECK_START      = 3'd1, 
        RX_SAMPLE_BITS      = 3'd2,
        RX_READ_BITS        = 3'd3,      
        RX_CHECK_STOP       = 3'd4, 
        RX_DELAY_RESTART    = 3'd5,
        RX_ERROR            = 3'd6,      
        RX_RECEIVED         = 3'd7; 
    localparam [1:0]     
        TX_IDLE             = 2'd0,
        TX_SENDING          = 2'd1,
        TX_DELAY_RESTART    = 2'd2,
        TX_RECOVER          = 2'd3;
    reg [log2(one_baud_cnt * 16)-1:0] rx_clk;
    reg [log2(one_baud_cnt)-1:0] tx_clk;
    reg [2:0] recv_state = RX_IDLE;
    reg [3:0] rx_bits_remaining;
    reg [7:0] rx_data;
    reg tx_out = 1'b1;
    reg [1:0] tx_state = TX_IDLE;
    reg [3:0] tx_bits_remaining;
    reg [7:0] tx_data;
    assign received = recv_state == RX_RECEIVED;
    assign recv_error = recv_state == RX_ERROR;
    assign is_receiving = recv_state != RX_IDLE;
    assign rx_byte = rx_data;
    assign tx = tx_out;
    assign is_transmitting = tx_state != TX_IDLE;
    function integer log2(input integer M);
        integer i;
    begin
        log2 = 1;
        for (i = 0; 2**i <= M; i = i + 1)
            log2 = i + 1;
    end endfunction
    always @(posedge clk) begin
        if (rst) begin
            recv_state <= RX_IDLE;
            tx_state = TX_IDLE;
        end
        if(rx_clk) begin
            rx_clk <= rx_clk - 1'd1;
        end
        if(tx_clk) begin
            tx_clk <= tx_clk - 1'd1;
        end
        case (recv_state)
            RX_IDLE: begin
                if (!rx) begin
                    rx_clk <= one_baud_cnt / 2;
                    recv_state <= RX_CHECK_START;
                end
            end
            RX_CHECK_START: begin
                if (!rx_clk) begin
                    if (!rx) begin
                        rx_clk <= (one_baud_cnt / 2) + (one_baud_cnt * 3) / 8; 
                        rx_bits_remaining <= 8;  
                        recv_state <= RX_SAMPLE_BITS;
                        rx_samples <= 0;
                        rx_sample_countdown <= 5;
                    end else begin
                        recv_state <= RX_ERROR;
                    end
                end
            end
            RX_SAMPLE_BITS: begin
                if (!rx_clk) begin
                    if (rx) begin
                        rx_samples <=  rx_samples + 1'd1;
                    end
                    rx_clk <= one_baud_cnt / 8;
                    rx_sample_countdown <= rx_sample_countdown -1'd1;
                    recv_state <= rx_sample_countdown==1 ? RX_READ_BITS : RX_SAMPLE_BITS;
                end
            end 
            RX_READ_BITS: begin
                if (!rx_clk) begin
                    if (rx_samples > 3) begin
                        rx_data <= {1'd1, rx_data[7:1]};
                    end else begin
                        rx_data <= {1'd0, rx_data[7:1]};
                    end
                    rx_clk <= (one_baud_cnt * 3) / 8;
                    rx_samples <= 0;
                    rx_sample_countdown = 5;
                    rx_bits_remaining <= rx_bits_remaining - 1'd1;
                    if(rx_bits_remaining!=1)begin
                        recv_state <= RX_SAMPLE_BITS;
                    end else begin
                        recv_state <= RX_CHECK_STOP;
                        rx_clk <= one_baud_cnt / 2;
                    end
                end
            end
            RX_CHECK_STOP: begin
                if (!rx_clk) begin
                    recv_state <= rx ? RX_RECEIVED : RX_ERROR;
                end
            end
            RX_ERROR: begin
                rx_clk <= 8 * sys_clk_freq / (baud_rate);
                recv_state <= RX_DELAY_RESTART;
            end
            RX_DELAY_RESTART: begin
                recv_state <= rx_clk ? RX_DELAY_RESTART : RX_IDLE;
            end
            RX_RECEIVED: begin
                recv_state <= RX_IDLE;
            end
        endcase
        case (tx_state)
            TX_IDLE: begin
                if (transmit) begin
                    tx_data <= tx_byte;
                    tx_clk <= one_baud_cnt;
                    tx_out <= 0;
                    tx_bits_remaining <= 8;
                    tx_state <= TX_SENDING;
                end
            end
            TX_SENDING: begin
                if (!tx_clk) begin
                    if (tx_bits_remaining) begin
                        tx_bits_remaining <= tx_bits_remaining - 1'd1;
                        tx_out <= tx_data[0];
                        tx_data <= {1'b0, tx_data[7:1]};
                        tx_clk <= one_baud_cnt;
                        tx_state <= TX_SENDING;
                    end else begin
                        tx_out <= 1;
                        tx_clk <= 16 * one_baud_cnt; 
                        tx_state <= TX_DELAY_RESTART;
                    end
                end
            end
            TX_DELAY_RESTART: begin
                tx_state <= tx_clk ? TX_DELAY_RESTART : TX_RECOVER; 
            end
            TX_RECOVER: begin
                tx_state <= transmit ? TX_RECOVER : TX_IDLE;
            end
        endcase
    end
endmodule
==> qor.txt <==
First-pass GRT wire length: 12600 microns
Hold violation total from the final report: 0
Final Setup Violations: 0
Via density: 5.46
Post-Synthesis Cells: 406
VDD IR max: 107 uV
Crit-path max cell delay: 0.76 ns
Routed length per instance: 14.0 microns
Critical path cell sequence: nor2b_1 -> nand2_1 -> inv_1 -> clkdlybuf4s50_1
Top cell type's share of synthesized area: 26.8%
DR vias: 2918
Flop area: 1730 sq um
# rows: 30
Crit path DRT: 6.88 ns
Post-synth top flop: dfxtp_1
Post-CTS resize count: 0
DRC viols: 0
Synth Seq Share: 46.9%
Core footprint: 6940 sq um
P&R area growth vs syn: 14.5%
Max_slew headroom: 41.9%
Crit. End Element: primary output
Initial Utilization: 53.2%
Worst hold path type: reg2reg
Cell area leaders: edfxtp_1 (27%), dfxtp_1 (20%), nand2_1 (5.3%)
Late-Pin Clk Latency: 0.34 ns
Register bit total from synthesis: 70
Tot Pwr: 0.000761 W
Final worst path period need: 4.18 ns
Root Driver: clkbuf_8
IO Port Bufs: 32
Final Cell Area: 4230 sq um
FMAX: 239 MHz
Mapped Area: 3690 sq um
Final WL: 7490 microns
Post-synth cell types: 59
CTS Buffer Depth: 2
Synth warnings: 1
Worst-path clk slew: 0.07 ns
Antenna-violating nets left: 0
Pins over their slew limit: 0
Yosys top cell by area: edfxtp_1
Share of layout cells above drive strength 1: 6.16%
Number of flops mapped to enable cells by yosys: 33
FILL cells: 621
CP Max Fanout: 24
Die Y: 87.9 microns
DP Worst Slack: 4.54 ns
Die width: 87.9 microns
Setup TNS: 0 ns
# H-tree levels: 3
IO Pins: 33
Yosys chip area: 3690 sq um
Crit share post-route: 48.6%
Placed cell areas: 4060 sq um
Largest net degree at the start of global routing: 34
Mapped Avg Cell Area: 9.09 sq um
PD cells: 180 nW/um^2
RSZ-0062 raised after global routing: no
Yosys cell count: 406
Synth async-reset ratio: 0%
CTS Hold Bufs: 0
Setup bufs post-CTS: 0
Grt total ovfl: 0
Clock skew: 0.00450 ns
Data arrival time of the critical path: 2.46 ns
Status: complete, no violations
Worst Setup Slack, final: 4.42 ns
Initial antenna violation count: 0
Max-cap violations: 0
Startpoint types: flip-flop
Log Warnings: 28
Placer Congestion: 0.891
CTS Sinks: 70
Gr usage total: 21.8%
Leakage power: 1.56 nW
CP Class: reg2out
Non-Filler Instances: 534
CP max-delay cell: dfxtp_1
TritonCTS clock tree: built
Inst Count DP: 518
Antenna cell count: 0
Clock buffer count from CTS: 9
Die footprint: 7730 sq um
1st-iter DRT viols: 117
Vias in the first global route: 2640
Slew @ Worst Pin: 0.869 ns
Post-detail-place hpwl: 5220 microns
Logic area: 1810 sq um
DR pass1 iterations: 4
## Yosys cell counts, types with 3 or more instances
| master | number |
|---|---|
| nand4_1 | 4 |
| nor2_1 | 46 |
| o21ai_0 | 17 |
| mux2i_1 | 5 |
| or3_1 | 7 |
| dfxtp_1 | 37 |
| inv_1 | 17 |
| nor2b_1 | 4 |
| or2_2 | 3 |
| nor4_1 | 10 |
| nand2b_1 | 9 |
| and2_1 | 4 |
| a21oi_1 | 19 |
| nand3b_1 | 3 |
| nand3_1 | 13 |
| xor2_1 | 9 |
| xnor2_1 | 14 |
| ha_1 | 10 |
| or4_1 | 4 |
| clkbuf_1 | 13 |
| a22oi_1 | 4 |
| nor3_1 | 19 |
| and3_1 | 4 |
| nand2_1 | 52 |
| a31oi_1 | 5 |
| o31ai_1 | 4 |
| edfxtp_1 | 33 |
## path summary, 6_finish.rpt
check	startpoint	to	slack (ns)	cells after the start
hold / removal	rx_data[1]$_DFFE_PP_	rx_data[0]$_DFFE_PP_	0.45	0
setup reg to reg	tx_clk[0]$_DFF_P_	tx_bits_remaining[0]$_SDFFCE_PN0P_	5.48	7
hold reg to reg	rx_data[1]$_DFFE_PP_	rx_data[0]$_DFFE_PP_	0.45	0
setup / recovery	recv_state[1]$_DFF_P_	recv_error	4.42	4
## worst max-delay path, delay by kind of cell, from the launching register on
| family | cells | cell delay [ns] |
|---|---|---|
| buf+inv | 2 | 0.70 |
| simple gates | 2 | 0.67 |
| flops | 1 | 0.76 |
## through the flow
stage,hold slack (ns),utilization [%]
after detailed placement,0.433,58.5
final,0.454,60.9
after global routing,0.463,60.9
after CTS,0.455,60.9
after floorplan,0.400,-
after global placement,0.430,58.5
## cells by family after synthesis
group / count (synthesis) / synth area share, %
XOR/XNOR: 23 / 5.46
adder cells (fa/ha/maj): 10 / 3.39
buffers and inverters: 35 / 4.07
multiplexers: 6 / 1.66
AND-OR/OR-AND: 72 / 13.0
AND/OR/NAND/NOR: 190 / 25.6
flip-flops: 70 / 46.9
## layout make-up
class	instances	area share [%]
Clock buffer	12	3.43
Clock inverter	4	0.533
Inverter	18	1.66
Tap cell	96	2.84
Sequential cell	70	41.0
Timing Repair Buffer	33	7.76
Multi-Input combinational cell	301	42.8
## placed cells by master (no fill, tap or decap), types with 7 or more instances in the layout
master / count
ha_1: 10
clkdlybuf4s50_1: 32
nand2_1: 52
xor2_1: 9
dfxtp_1: 37
nand2b_1: 9
nor3_1: 19
nor4_1: 10
edfxtp_1: 33
nand3_1: 13
or3_1: 7
o21ai_0: 17
xnor2_1: 14
nor2_1: 46
inv_1: 17
a21oi_1: 19
clkbuf_8: 10
## power by group
group / internal [W] / switching, W
clock: 0.000111 / 0.000115
combinational: 0.0000598 / 0.0000666
sequential: 0.000379 / 0.0000298
## metal layers
| metal | routed length (microns) | global-route usage, % | vias to the layer above |
|---|---|---|---|
| li1 | - | - | 1503 |
| met1 | 3710 | 35.7 | 1342 |
| met2 | 3290 | 32.1 | 68 |
| met3 | 419 | 5.44 | 5 |
| met4 | 78 | 2.24 | 0 |
| met5 | 0 | 0 | - |
## state kept, by name, summed over array words and instances, names as in the netlist
name / flops
rx_clk: 18
tx_clk: 14
rx_data: 8
tx_data: 8
rx_bits_remaining: 4
rx_sample_countdown: 4
rx_samples: 4
tx_bits_remaining: 4
recv_state: 3
tx_state: 2
tx_out: 1
Power is estimated from default activity; no workload was simulated.
