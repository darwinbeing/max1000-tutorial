`design.v`:
```
module sequencer (
	input wire clk_in,
	input wire nrst,
	output reg [31:0] spi_mosi_data,
	input wire [31:0] spi_miso_data,
	output reg [5:0] spi_nbits,
	output reg spi_request,
	input  wire spi_ready,
	output reg [7:0] led_out,  
	output reg direction
);
localparam 
	STATE_Whoami = 4'd0,
	STATE_Whoami_Wait = 4'd1,
	STATE_Init = 4'd2,
	STATE_Init_Wait = 4'd3,
	STATE_Init1 = 4'd4,
	STATE_Init1_Wait = 4'd5,
	STATE_Init2 = 4'd6,
	STATE_Init2_Wait = 4'd7,
	STATE_Read = 4'd8,
	STATE_Read_Wait = 4'd9,
	STATE_Compare = 4'd10;
reg [3:0] state;
reg signed [7:0] saved_acc;
always @(posedge clk_in or negedge nrst)
	if (nrst == 1'b0) begin		
		state <= 4'b0;
		spi_mosi_data <= 32'b0;
		spi_nbits <= 6'b0;
		spi_request <= 1'b0;
		led_out <= 8'b0;
		direction <= 1'b0;
		saved_acc <= 8'b0;
	end else begin
		case (state)
			STATE_Whoami: begin
				state <= STATE_Whoami_Wait;
				spi_request <= 1'b1;
				spi_nbits <= 6'd15;
				spi_mosi_data <= 31'b10001111_00000000;
			end
			STATE_Whoami_Wait: begin
				if (spi_ready) begin
					state <= STATE_Init;
					led_out <= spi_miso_data[7:0];
				end 
				spi_request <= 1'b0;
			end
			STATE_Init: begin
				state <= STATE_Init_Wait;
				spi_request <= 1'b1;
				spi_nbits <= 6'd15;
				spi_mosi_data <= 31'b00100000_01110111;
			end
			STATE_Init_Wait: begin
				if (spi_ready) begin
					state <= STATE_Init1;
				end 
				spi_request <= 1'b0;
			end
			STATE_Init1: begin
				state <= STATE_Init1_Wait;
				spi_request <= 1'b1;
				spi_nbits <= 6'd15;
				spi_mosi_data <= 31'b00011111_11000000;
			end
			STATE_Init1_Wait: begin
				if (spi_ready) begin
					state <= STATE_Init2;
				end 
				spi_request <= 1'b0;
			end
			STATE_Init2: begin
				state <= STATE_Init2_Wait;
				spi_request <= 1'b1;
				spi_nbits <= 6'd15;
				spi_mosi_data <= 31'b00100011_10001000;
			end
			STATE_Init2_Wait: begin
				if (spi_ready) begin
					state <= STATE_Read;
				end 
				spi_request <= 1'b0;
			end
			STATE_Read: begin
				state <= STATE_Read_Wait;
				spi_request <= 1'b1;
				spi_nbits <= 6'd23;
				spi_mosi_data <= 31'b11101000_00000000_00000000;
			end
			STATE_Read_Wait: begin
				if (spi_ready) begin
					state <= STATE_Compare;
					saved_acc <= spi_miso_data[7:0];
				end 
				spi_request <= 1'b0;
			end
			STATE_Compare: begin
				state <= STATE_Read;
				if (saved_acc < -8'Sb0010_0000) begin
					led_out <= 8'b1110_0000;
					direction <= 1'b0;
				end else if (saved_acc >  8'Sb0010_0000) begin
					led_out <= 8'b0000_0111;
					direction <= 1'b1;
				end else begin
					led_out <= 8'b0001_1000;
				end
			end
		endcase
	end
endmodule
```
`constraint.sdc`:
```
current_design sequencer

set clk_period 3.4
set clk_io_pct 0.2

create_clock -name clk0 -period $clk_period [get_ports {clk_in}]

set non_clock_inputs [all_inputs -no_clocks]
set_input_delay [expr $clk_period * $clk_io_pct] -clock clk0 $non_clock_inputs
set_output_delay [expr $clk_period * $clk_io_pct] -clock clk0 [all_outputs]
```
`config.mk`:
```
export PLATFORM = sky130hd
export DESIGN_NAME = sequencer
export DESIGN_NICKNAME = sequencer
export VERILOG_FILES = /design/flow/design.v
export SDC_FILE = /design/flow/constraint.sdc
export NUM_CORES = 4
export LEC_CHECK = 1
export CORE_UTILIZATION = 40
```
`run.sh`:
```
#!/bin/bash
# OpenROAD 26Q1-2900-gdf79404cd8, Yosys 0.63+post, stock flow scripts
make -C /OpenROAD-flow-scripts/flow DESIGN_CONFIG=/design/flow/config.mk WORK_HOME=/design/flow/orfs finish
```
==> impl_metrics.json <==
{
  "status": "complete, no violations",
  "switching_share_pct": 25.4,
  "comb_power_share_pct": 21.4,
  "intPower_w": 0.00101,
  "clock_path_buffers": 2,
  "pwr-share-clk_pct": 28.1,
  "post_cts_buffers": 0,
  "fp_util_pct": 42.4,
  "cts_max_level": 2,
  "clock_latency_ns": 0.29,
  "ys.flop_type": "dfrtp_1",
  "ios": 83,
  "grt_max_degree": 43,
  "required_ns": 3.63,
  "layout_min_cycle_time_ns": 2.03,
  "wirelength_um": 3340,
  "setup_viol": 0,
  "dieWidth_um": 70.7,
  "hpwl_um": 2380,
  "max-slew-margin-rel_pct": 66.3,
  "yosysCellCount": 171,
  "synth_flops": 42,
  "yosysTopAreaCell": "dfrtp_1",
  "via_count": 1300,
  "grt_setup_unrepaired": "no",
  "die-area_mm2": 0.00499,
  "remaining_drc_errors": 0,
  "fin_util_pct": 53.0,
  "hold_viol_final": 0,
  "leakagePower_nw": 1.08,
  "die_h_um": 70.7,
  "drv_slew": 0,
  "critPathKind": "in -> reg",
  "cp.arrival_ns": 2.26,
  "crit_fanout": 11,
  "grt_antenna_before_repair": 0,
  "cts_tree": "done",
  "core_area_mm2": 0.00444,
  "portBuffers": 44,
  "endpoint_kind": "register",
  "pwr_density_cell_mw_per_mm2": 575,
  "clk_pin_slew_ns": 0.08,
  "synth-async-reset-ratio_pct": 100,
  "netlist.area_leader.share_pct": 54.4,
  "cts-buffers-inserted": 5,
  "wl_per_cell_um": 12.7,
  "ys_warn_count": 1,
  "pwr-share-seq_pct": 50.5,
  "grt_pass1_wl_um": 5740,
  "syn_to_final_growth_pct": 25.0,
  "place.gp.congestion": 0.813,
  "rows": 24,
  "fillerInstances": 388,
  "gr-total-overflow": 0,
  "power.switching_w": 0.000345,
  "cts_resized": 0,
  "warning_count": 49,
  "ys_chip_area_mm2": 0.00189,
  "tightest_slew_ns": 0.506,
  "ys_seq_share_pct": 55.8,
  "netlist_instances": 171,
  "cap_violations": 0,
  "clock_tree.root_cell": "clkbuf_8",
  "finClkSkew_ns": 0.00539,
  "track_usage_pct": 14.8,
  "ir_worst_vdd_mv": 0.342,
  "layout-drive-gt1-share_pct": 10.0,
  "enable_flop_cells": 0,
  "start_kind": "input port",
  "syn-cell-area_mm2": 0.00189,
  "num_antenna_cells": 0,
  "yosysUniqueCellTypes": 35,
  "synth.avg_cell_area_um2": 11.0,
  "drt_iter0_drc": 85,
  "cts_hold_buf": 0,
  "hold_path_class": "in -> async",
  "topCellsByArea": "dfrtp_1 (54%), buf_4 (10%), a21o_1 (4.0%)",
  "viasPerCell": 4.96,
  "cts_sinks": 42,
  "fmaxAchievable_mhz": 493,
  "dr.pass1.iters": 20,
  "grt_pass1_vias": 1231,
  "ant_nets": 0,
  "fin_setup_tns_ns": 0,
  "timing.final.crit_share_pct": 59.7
}
-- critical path, stage by stage --
cell and delay [ns]:
clkdlybuf4s50_1 0.59, nor2b_1 0.07, buf_4 0.17, nand2b_1 0.17
nor4_2 0.40, a221o_1 0.17
-- placed cells by master, fill, tap and decap left out, drive strengths merged, types with 2 or more instances in the layout --
cell type      instances
o21ai                 10
a21o                  10
nor2                   5
nor3                   2
inv                   10
buf                    3
a221o                  5
nand2                 19
a21oi                  2
conb                  15
clkdlybuf4s50         43
nor4                   3
or3                    3
clkbuf                 6
a22oi                  3
nand2b                 3
o22ai                  3
a211o                  2
dfrtp                 41
mux2                   8
and2                   3
-- sequential cells by signal, summed over array words and instances (netlist names) --
| signal | cells |
|---|---|
| spi_mosi_data | 10 |
| led_out | 8 |
| direction | 1 |
| state | 11 |
| spi_request | 1 |
| saved_acc | 8 |
| spi_nbits | 3 |
-- synthesized netlist by cell type, drive strengths merged, types with 2 or more instances --
cell type,number
a211o,2
a21o,10
a21oi,2
a221o,5
a22oi,3
and2,3
buf,28
dfrtp,41
inv,10
mux2,8
nand2,19
nand2b,3
nor2,5
nor3,2
nor4,3
o21ai,10
o22ai,3
or3,3
-- layout make-up --
type | count | area, µm² | area share (%)
tap | 52 | 65.1 | 2.76
sequential | 42 | 1050 | 44.6
clock buffer | 6 | 72.6 | 3.08
timing repair buffer | 46 | 450 | 19.1
inverter | 10 | 37.5 | 1.59
multi-input combinational | 104 | 642 | 27.2
clock inverter | 2 | 37.5 | 1.59
-- cells by family (layout without fill, tap and decap cells) --
logic type             count (synthesis)  count (layout)  share of synthesized area, %
AND/OR/NAND/NOR                       42              42                          11.5
multiplexers                           8               8                          4.78
buffers and inverters                 39              64                          12.9
AND-OR/OR-AND                         39              39                          14.7
flip-flops                            42              42                          55.8
other                                  1              15                         0.199
-- routing by layer --
metal	global-route usage, %	vias to the layer above	routed length, µm
met5	0	-	0
met4	1.78	0	44
met3	2.75	7	191
met2	24.1	58	1600
met1	22.8	610	1510
li1	-	625	-
-- power groups by stage --
| stage | sequential (W) | combinational [W] | clock (W) |
|---|---|---|---|
| 5_1_grt | 0.000702 | 0.000328 | 0.000412 |
| 6_report | 0.000685 | 0.000290 | 0.000381 |
| 4_1_cts | 0.000685 | 0.000296 | 0.000392 |
-- per-stage QoR --
step	std cells	hold WS, ns	area [µm²]	setup slack [ns]	total power, W
after detailed placement	254	0.454	2250	1.06	0.000986
after floorplan	185	0.384	1940	2.02	0.000825
after global placement	254	0.453	2250	1.10	0.000980
after global routing	262	0.480	2360	1.31	0.00144
after CTS	262	0.462	2360	1.38	0.00137
final	262	0.439	2360	1.37	0.00136
-- worst paths after layout --
kind / slack (ns) / depth (start not counted) / to / from
hold reg to reg: 0.46 / 1 / spi_request / state[10]
min in group clk0: 0.46 / 1 / spi_request / state[10]
max in group asynchronous: 2.60 / 2 / state[0] / nrst
setup reg to reg: 1.74 / 5 / led_out[0] / state[6]
setup / recovery: 1.37 / 6 / led_out[0] / spi_ready
hold / removal: 0.44 / 2 / spi_mosi_data[5] / nrst
Power figures rest on the tool's default switching activity, not on a simulated workload.
